==> flow/run.sh <==
#!/bin/bash
# OpenROAD 26Q1-2900-gdf79404cd8, Yosys 0.63+post, stock flow scripts
make -C /OpenROAD-flow-scripts/flow DESIGN_CONFIG=/design/flow/config.mk WORK_HOME=/design/flow/orfs finish
==> flow/config.mk <==
export PLATFORM = sky130hd
export DESIGN_NAME = bram_r1_w1
export DESIGN_NICKNAME = bram_r1_w1
export VERILOG_FILES = /design/flow/design.v
export SDC_FILE = /design/flow/constraint.sdc
export NUM_CORES = 4
export LEC_CHECK = 1
export CORE_UTILIZATION = 40
==> flow/constraint.sdc <==
current_design bram_r1_w1

set clk_period 5.0
set clk_io_pct 0.2

create_clock -name clk0 -period $clk_period [get_ports {clk}]

set non_clock_inputs [all_inputs -no_clocks]
set_input_delay [expr $clk_period * $clk_io_pct] -clock clk0 $non_clock_inputs
set_output_delay [expr $clk_period * $clk_io_pct] -clock clk0 [all_outputs]
==> flow/design.v <==
module bram_r1_w1#(ADDR_WIDTH=4,ELEMENT_WIDTH=16) (
 input wire p0_addr_en,
 input wire [ADDR_WIDTH-1:0] p0_addr_data,
 input wire p0_rd_en,
 output wire[ELEMENT_WIDTH-1:0] p0_rd_data,
 input wire p1_addr_en,
 input wire [ADDR_WIDTH-1:0] p1_addr_data,
 input wire p1_wr_en,
 input wire [ELEMENT_WIDTH-1:0] p1_wr_data,
 input t,
 input clk,
 input rst
);
bram_tdp_rf_rf#(.SIZE(2**ADDR_WIDTH) , .WIDTH(ELEMENT_WIDTH)) bram_inst (
  .clka    (clk             ) ,
  .ena     (p0_addr_en      ) ,
  .wea     (1'b0            ) ,
  .addra   (p0_addr_data    ) ,
  .dia     (0               ) ,
  .doa     (p0_rd_data      ) ,
  .clkb    (clk             ) ,
  .enb     (p1_addr_en      ) ,
  .web     (p1_wr_en        ) ,
  .addrb   (p1_addr_data    ) ,
  .dib     (p1_wr_data      ) ,
  .dob     (  )
);
endmodule
module bram_tdp_rf_rf#(SIZE=1024,WIDTH=16) (clka,clkb,ena,enb,wea,web,addra,addrb,dia,dib,doa,dob);
input wire clka,clkb,ena,enb,wea,web;
input wire [$clog2(SIZE)-1:0] addra,addrb;
input wire [WIDTH-1:0] dia,dib;
output reg [WIDTH-1:0] doa,dob;
reg [WIDTH-1:0] ram [SIZE-1:0];
always @(posedge clka)
begin
  if (ena)
  begin
    if (wea)
      ram[addra] <= dia;
    doa <= ram[addra];
  end
end
always @(posedge clkb)
begin
  if (enb)
  begin
    if (web)
      ram[addrb] <= dib;
    dob <= ram[addrb];
  end
end
endmodule
module lutram_r0_w1#(ADDR_WIDTH,ELEMENT_WIDTH=16) (
 input wire p0_addr_en,
 input wire [ADDR_WIDTH-1:0] p0_addr_data,
 input wire p0_rd_en,
 output wire[ELEMENT_WIDTH-1:0] p0_rd_data,
 input wire p1_addr_en,
 input wire [ADDR_WIDTH-1:0] p1_addr_data,
 input wire p1_wr_en,
 input wire [ELEMENT_WIDTH-1:0] p1_wr_data,
 input t,
 input clk,
 input rst
);
lutram_tdp_rf_rf#(.SIZE(2**ADDR_WIDTH) , .WIDTH(ELEMENT_WIDTH)) lutram_inst (
  .clka    (clk             ) ,
  .ena     (p0_addr_en      ) ,
  .wea     (1'b0            ) ,
  .addra   (p0_addr_data    ) ,
  .dia     (0               ) ,
  .doa     (p0_rd_data      ) ,
  .clkb    (clk             ) ,
  .enb     (p1_addr_en      ) ,
  .web     (p1_wr_en        ) ,
  .addrb   (p1_addr_data    ) ,
  .dib     (p1_wr_data      ) ,
  .dob     (  )
);
endmodule
module lutram_tdp_rf_rf#(SIZE=1024,WIDTH=16) (clka,clkb,ena,enb,wea,web,addra,addrb,dia,dib,doa,dob);
input wire clka,clkb,ena,enb,wea,web;
input wire [$clog2(SIZE)-1:0] addra,addrb;
input wire [WIDTH-1:0] dia,dib;
output [WIDTH-1:0] doa,dob;
(* ram_style = "distributed" *) reg [WIDTH-1:0] ram [SIZE-1:0];
always @(posedge clka)
begin
  if (ena)
  begin
    if (wea)
      ram[addra] <= dia;
  end
end
assign doa = ram[addra];
always @(posedge clkb)
begin
  if (enb)
  begin
    if (web)
      ram[addrb] <= dib;
  end
end
assign dob = ram[addrb];
endmodule
==> flow_summary.json <==
{
  "viasPerCell": 5.40,
  "cp-start-kind": "primary input",
  "antenna_found_initial": 0,
  "hold_depth": 3,
  "finalSetupTns_ns": 0,
  "ys_ff": 272,
  "crit_type": "primary input to register",
  "first_pass_iters": 5,
  "io_pins": 47,
  "die_w_um": 162,
  "status": "completed",
  "clock_latency_ns": 0.52,
  "cts_root_buf": "clkbuf_16",
  "drt_iter0_drc": 346,
  "placed_cell_area_mm2": 0.0112,
  "tightest_slew_ns": 0.694,
  "final_area_mm2": 0.0120,
  "clk_pin_slew_ns": 0.06,
  "crit_path_end_kind": "register",
  "fp-row-count": 58,
  "timing.critical_path.buf_inv": 2,
  "final.setup_skew_ns": 0.00719,
  "htreeDepth": 1,
  "maxCapViolations": 0,
  "finalSetupViolations": 0,
  "chipArea_mm2": 0.0263,
  "ys_types": 21,
  "route.detailed.drc": 0,
  "p_leak_nw": 3.78,
  "worst_ep_required_time_ns": 5.21,
  "cpMaxStageDelayCell": "nor2_2",
  "cts_resized": 0,
  "grt_pass1_wl_mm": 30.2,
  "syn_area_mm2": 0.0103,
  "topCellsByArea": "edfxtp_1 80%, mux4_2 12%, mux4_1 2.6%",
  "antennaDiodeCount": 0,
  "final_max_slew_viol_count": 0,
  "drive_gt1_share_pct": 25.0,
  "hold_class": "register to register",
  "hold_violations": 0,
  "reg2regPathDepth": 3,
  "grt_pass1_vias": 5309,
  "p_per_area_mw_per_mm2": 383,
  "core_mm2": 0.0252,
  "path_depth": 4,
  "grt-ovfl-total": 0,
  "path_cells": "clkdlybuf4s50_1 -> nand4b_1 -> nor2_2 -> buf_4",
  "maxSlewHeadroom_pct": 53.7,
  "track_usage_pct": 17.7,
  "fp_util_pct": 40.7,
  "post_cts_buffers": 0,
  "synth_stat.cells": 433,
  "finalClockPeriodUsage_pct": 51.7,
  "numCtsBuffers": 27,
  "synthCells": 433,
  "syn_avg_cell_area_um2": 23.7,
  "cp_data_arrival_time_ns": 2.79,
  "warning_count": 28,
  "ys_chip_area_mm2": 0.0103,
  "ctsHoldBuffers": 0,
  "yosysTopAreaCellShare_pct": 79.7,
  "wl_mm": 20.0,
  "crit_family": "simple AND/OR/NAND/NOR gates",
  "grt_max_degree": 36,
  "pre_cts_ws_ns": 1.83,
  "portBuffers": 43,
  "synth.yosys.warnings": 2,
  "via_count": 4631,
  "critPathMaxFanout": 9,
  "timing.fmax_mhz": 387,
  "synth.largest_area_cell": "edfxtp_1",
  "clock-sinks": 272,
  "fillers": 1992,
  "min_period_ns": 2.58,
  "wl_per_cell_um": 23.3,
  "fp.dieH_um": 162,
  "dp_hpwl_mm": 10.4,
  "tritoncts": "yes",
  "cp_slowest_stage_delay_ns": 0.64,
  "final.setup.worst_slack_ns": 2.42,
  "ys_seq_share_pct": 79.7,
  "place_congestion": 0.745,
  "peakVddDrop_mv": 0.232,
  "area_delta_synth_final_pct": 16.7,
  "clk_path_buf_depth": 3,
  "ant_nets": 0,
  "rsz0062_at_grt": "no"
}
layout by cell type (no fill, tap or decap):
master,instances
a22oi_1,32
and2_1,1
buf_12,1
buf_2,1
buf_4,24
bufinv_16,1
clkbuf_1,2
clkbuf_16,27
clkdlybuf4s50_1,41
clkinv_1,11
clkinv_2,6
clkinvlp_4,1
edfxtp_1,272
inv_6,1
mux4_1,10
mux4_2,54
nand2_1,18
nand2b_1,2
nand4_1,1
nand4b_1,2
nor2_1,1
nor2_2,12
nor2b_1,2
nor3_2,4
or3_1,1
worst min-delay path: stages, from the launching register on:
cell and delay [ns]:
edfxtp_1 0.31, mux4_2 0.22, a22oi_1 0.06, nand2_1 0.05
synth_stat cells, drive strengths merged:
cell type and count:
dlygate4sd1 3, nor2b 2, dlymetal6s2s 1, nand2b 2, nand4 1, nor3 4, or3 1, and2 1
nand4b 2, nand2 18, clkbuf 5, nor2 13, mux4 64, edfxtp 272, buf 12, a22oi 32
metrics by stage:
step / cells / power (mW) / hold slack, ns / utilization [%]
2_1_floorplan: 433 / 2.72 / 0.710 / -
3_3_place_gp: 809 / 2.82 / 0.728 / 44.3
3_5_place_dp: 809 / 2.83 / 0.734 / 44.3
4_1_cts: 858 / 4.63 / 0.749 / 47.5
5_1_grt: 858 / 4.74 / 0.779 / 47.5
6_report: 858 / 4.59 / 0.747 / 47.5
cell type report:
class	instances	area, um^2	share of cell area [%]
sequential	272	8170	68.3
multi-input combinational	140	1970	16.4
clock inverter	20	118	0.983
timing repair buffer	67	616	5.15
tap	330	413	3.45
clock buffer	29	683	5.71
layer usage:
layer  up-vias  track usage [%]  part of all wire (%)
met5         -            0.568                     0
met4         0             3.73                   2.6
met3        34             15.9                    19
met2       342             24.1                    44
met1      2244             21.9                    34
li1       2011                -                     -
cells by family after synthesis:
logic type | count (synthesis) | synth area share (%)
AND-OR/OR-AND | 32 | 2.34
AND/OR/NAND/NOR | 44 | 1.93
buffers and inverters | 21 | 1.65
multiplexers | 64 | 14.4
flip-flops | 272 | 79.7
where the power goes:
part	leakage [nW]	internal [mW]	switching (mW)
clock	0.395	1.03	0.778
sequential	2.47	2.55	0.00800
combinational	0.918	0.104	0.113
final timing paths:
check                                                startpoint                       endpoint  slack (ns)
worst max-delay path                                 p1_addr_en  bram_inst.ram[9][7]$_DFFE_PP_        2.42
worst min-delay path            bram_inst.ram[15][15]$_DFFE_PP_    bram_inst.doa[15]$_DFFE_PP_        0.75
worst max register to register   bram_inst.ram[1][10]$_DFFE_PP_    bram_inst.doa[10]$_DFFE_PP_        3.55
worst min register to register  bram_inst.ram[15][15]$_DFFE_PP_    bram_inst.doa[15]$_DFFE_PP_        0.75
flip-flops by register name, indices dropped and copies added, names as in the netlist:
register       cells
bram_inst.doa     16
bram_inst.ram    256
No activity file was given, so power comes from the tool's default toggle rates.
