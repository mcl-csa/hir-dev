[run.sh]
#!/bin/bash
# OpenROAD 26Q1-2900-gdf79404cd8, Yosys 0.63+post, stock flow scripts
make -C /OpenROAD-flow-scripts/flow DESIGN_CONFIG=/design/flow/config.mk WORK_HOME=/design/flow/orfs finish
[config.mk]
export PLATFORM = sky130hd
export DESIGN_NAME = select_f32
export DESIGN_NICKNAME = select_f32
export VERILOG_FILES = /design/flow/design.v
export SDC_FILE = /design/flow/constraint.sdc
export NUM_CORES = 4
export LEC_CHECK = 1
export CORE_AREA = 10 10 71 71
export DIE_AREA = 0 0 81 81
[constraint.sdc]
current_design select_f32

set clk_period 1.0
set clk_io_pct 0.2

create_clock -name clk0 -period $clk_period

set non_clock_inputs [all_inputs -no_clocks]
set_input_delay [expr $clk_period * $clk_io_pct] -clock clk0 $non_clock_inputs
set_output_delay [expr $clk_period * $clk_io_pct] -clock clk0 [all_outputs]
[design.v]
module mul_f32(
    input wire[31:0] a ,
    input  wire[31:0] b , 
    input t  , 
    input clk, 
    input rst, 
    output wire[31:0] out 
  );
    multiplier_f32 inst (
      .aclk(clk),                                   
      .s_axis_a_tvalid(1'b1),             
      .s_axis_a_tdata(a),               
      .s_axis_b_tvalid(1'b1),             
      .s_axis_b_tdata(b),               
      .m_axis_result_tvalid(),   
      .m_axis_result_tdata(out)     
    );
  endmodule
  module add_f32(
    input wire[31:0] a ,
    input  wire[31:0] b , 
    input t  , 
    input clk, 
    input rst, 
    output wire[31:0] out 
  );
    adder_f32 inst (
      .aclk(clk),                                   
      .s_axis_a_tvalid(1'b1),             
      .s_axis_a_tdata(a),               
      .s_axis_b_tvalid(1'b1),             
      .s_axis_b_tdata(b),               
      .m_axis_result_tvalid(),   
      .m_axis_result_tdata(out)     
    );
  endmodule
  module sub_f32(
    input wire[31:0] a ,
    input  wire[31:0] b , 
    input t  , 
    input clk, 
    input rst, 
    output wire[31:0] out 
  );
    subtract_f32 inst (
      .aclk(clk),                                   
      .s_axis_a_tvalid(1'b1),             
      .s_axis_a_tdata(a),               
      .s_axis_b_tvalid(1'b1),             
      .s_axis_b_tdata(b),               
      .m_axis_result_tvalid(),   
      .m_axis_result_tdata(out)     
    );
  endmodule
  module div_f32(
    input wire[31:0] a ,
    input  wire[31:0] b , 
    input t  , 
    input clk, 
    input rst, 
    output wire[31:0] out 
  );
    div_f32_ip inst (
      .aclk(clk),                                   
      .s_axis_a_tvalid(1'b1),             
      .s_axis_a_tdata(a),               
      .s_axis_b_tvalid(1'b1),             
      .s_axis_b_tdata(b),               
      .m_axis_result_tvalid(),   
      .m_axis_result_tdata(out)     
    );
  endmodule
  module ult_f32(
    input wire[31:0] a ,
    input  wire[31:0] b , 
    input t  , 
    input clk, 
    input rst, 
    output wire out 
  );
  wire[7:0] outp;
    lt_f32 inst (
      .aclk(clk),                                   
      .s_axis_a_tvalid(1'b1),             
      .s_axis_a_tdata(a),               
      .s_axis_b_tvalid(1'b1),             
      .s_axis_b_tdata(b),               
      .m_axis_result_tvalid(),   
      .m_axis_result_tdata(outp)     
    );
  assign out = outp[0];
  endmodule
  module ugt_f32(
    input wire[31:0] a ,
    input  wire[31:0] b , 
    input t, 
    input clk, 
    input rst, 
    output wire[7:0] out 
  );
    gt_f32 inst (
      .aclk(clk),                                   
      .s_axis_a_tvalid(1'b1),             
      .s_axis_a_tdata(a),               
      .s_axis_b_tvalid(1'b1),             
      .s_axis_b_tdata(b),               
      .m_axis_result_tvalid(),   
      .m_axis_result_tdata(out)     
    );
  endmodule
  module neg_f32(
    input wire[31:0] a,
    output wire[31:0] out,
    input clk,
    input rst,
    input t
  );  
    assign out[30:0]=a[30:0];
    assign out[31]=!a[31];
  endmodule
  module select_f32  (	 
    input wire[7:0] cmp, 
    input wire[31:0] a,   
    input wire[31:0] b,   
    input wire t,   
    input wire clk, 
    input wire rst, 
    output wire[31:0] out 
  );
    wire v = cmp[0];
    assign out = v?a:b;
  endmodule
==> Changelog: implementation <==
## Implementation

- YS warnings: 0
- Worst setup margin: -183 ps
- RePlAce Congestion: 0.855
- Drt initial violations: 5
- Sw Ratio: 0.221
- Tot GR Track Use: 0.0729
- Share of layout cells above drive strength 1: 0.533
- Hold crit path type: primary input to output pin
- # diodes: 0
- Dpl cell area: 0.00156 mm^2
- Most frequent CP cell: buf_12
- Yosys stat cell total: 36
- Crit Path Max Fanout: 6
- Vias in the first global route: 726
- Initial antenna violation count: 0
- Largest net degree at the start of global routing: 11
- Post-layout min period: 1180 ps
- Syn_area_per_cell: 15.1 um^2
- Worst vdd ir: 0.129 mV
- Antenna viol nets, final: 0
- Status: finished with violations
- Power share of the combinational group: 1.000
- Sequential group share of total power: 0
- Final HPWL DP: 2580 um
- Die H: 81 um
- Leakage: 0.864 nW
- Core region area: 0.00363 mm^2
- Crit path DAT: 980 ps
- CP Launch Type: primary input
- Synth Seq Share: 0
- CP required: 800 ps
- Buf/Inv on CP: 4
- Worst rel slew slack: 0.943
- Switching power total: 0.141 mW
- Slew @ Worst Pin: 85.1 ps
- Critical-path top delay cell: mux2_4
- First-pass GRT wire length: 3860 um
- Clock power share: 0
- Tool warnings: 44
- Num ports: 107
- DR vias: 687
- Global route overflow: 0
- Chip Area, Yosys: 544 um^2
- CP peak stage delay: 290 ps
- Area grow syn2layout: 194%
- Die W: 81 um
- Pre-Repair DR Iteration Count: 2
- Finished Cell Area: 0.00160 mm^2
- Pwr per Cell Area: 400 mW/mm^2
- Crit path cell chain: buf_12, buf_12, buf_12, mux2_4, buf_6
- Max Freq: 845 MHz
- CLK BUF: 0
- RSZ-0062 raised after global routing: yes
- Final worst path period share: 1.18
- Fin util: 0.440
- Vias/cell: 3.71
- Flip-flops: 0
- Die area: 0.00656 mm^2
- DRC Markers: 0
- Hold buffers post-CTS: 0
- Violated checks: negative setup slack
- Final setup fails: 32
- Seq. cell area: 0 um^2
- I/O Buffers: 97
- Minimum hold slack: 701 ps
- WL/cell: 15.4 um
- Final wirelength: 2840 um
- MaxCap Viol Count: 0
- Mapped cell area: 544 um^2
- FP Core Util: 0.150
- Max Slew Vio Count: 0
- Worst setup EP type: output pin
- Top delay family on crit path: buffers and inverters
- Netlist cell types: 4
- Hold Fails Final Rpt: 0
- Internal: 0.498 mW
- Row count: 22
- Critical Setup Path Class: primary input to output pin
- Post-Synthesis Cells: 36
-- stage by stage --
stage	TNS [ps]	setup slack, ps	total power, mW	cells
6_report	-2910	-183	0.640	185
5_1_grt	-3440	-207	0.681	185
3_5_place_dp	-16380	-526	0.672	180
3_3_place_gp	-16320	-524	0.668	180
4_1_cts	-3100	-189	0.606	185
2_1_floorplan	0	66.9	0.206	36
-- cells in the mapped netlist (all sizes together) --
| cell type | n | area [um^2] |
|---|---|---|
| mux2 | 32 | 473 |
| buf | 4 | 71.3 |
-- final timing paths --
kind                  startpoint     end  slack, ps  cells past startpoint
worst min-delay path        b[9]  out[9]        700                      3
worst max-delay path      cmp[0]  out[3]       -180                      5
-- tightest hold or removal path, delay by kind of cell --
family / cells / cell delay (ps)
buffers and inverters: 2 / 160
multiplexers: 1 / 140
-- power by group through the flow --
| stage | Sequential [mW] | Clock (mW) | Combinational, mW |
|---|---|---|---|
| 6_report | 0 | 0 | 0.640 |
| 4_1_cts | 0 | 0 | 0.606 |
| 5_1_grt | 0 | 0 | 0.681 |
-- logic make-up after synthesis --
family / Yosys count / share of synthesized area
buffers and inverters: 4 / 0.131
multiplexers: 32 / 0.869
-- layer usage --
metal | share of wire | vias to the layer above | global-route usage
li1 | - | 339 | -
met1 | 0.40 | 298 | 0.0876
met2 | 0.48 | 50 | 0.125
met3 | 0.12 | 0 | 0.0323
met4 | 0 | 0 | 0
met5 | 0 | - | 0
-- cell type report --
| class | instances | area, um^2 |
|---|---|---|
| repair buffers | 105 | 1060 |
| well taps | 48 | 60.1 |
| multi-input cells | 32 | 480 |
| fillers | 358 | 2030 |
-- layout by cell type, fill, tap and decap left out --
cell type        Yosys  routed
dlymetal6s2s_1       0       3
buf_12               3       7
mux2_4              30      32
buf_6                1      22
clkdlybuf4s50_1      0      11
buf_4                0       1
buf_16               0       1
buf_2                0      10
dlygate4sd2_1        0      50
-- repair_timing --
| action | CTS | global route |
|---|---|---|
| gates resized | 164 | 14 |
| buffers inserted | 4 | 0 |
| cloned | 1 | 0 |
| setup endpoints to repair | 32 | 32 |
No activity file was given, so power comes from the tool's default toggle rates.
